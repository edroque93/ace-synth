### /design/flow/design.v
module cache(
	input wire clk,
	input wire reset,
	input wire mem_read,
	input wire mem_write,
	input wire mem_type,
	input wire [31:0] addr,
	input wire [31:0] data_in,
	output reg [31:0] data_out,  
	output reg hit,  
	output reg mem_write_req,
	output reg [31:0] mem_write_addr,
	output reg [WIDTH-1:0] mem_write_data,
	input wire mem_write_ack,
	output reg mem_read_req,
	output reg [31:0] mem_read_addr,
	input wire [WIDTH-1:0] mem_read_data,
	input wire mem_read_ack
);
parameter WIDTH = 128;
parameter DEPTH = 4;
parameter WB = 4;  
parameter DB = 2;  
reg [WB-1:0]     offset;
reg [DB-1:0]     index;
reg [31-WB-DB:0] tag;
reg [31:0]       addr_save;
reg [WB-1:0]     offset_save;
reg [DB-1:0]     index_save;
reg [31-WB-DB:0] tag_save;
reg [DEPTH-1:0]  validbits;
reg [DEPTH-1:0]  dirtybits;
reg [31-WB-DB:0] tags [0:DEPTH-1];
reg [WIDTH-1:0]  lines [0:DEPTH-1];
localparam state_idle  = 2'b00,  
           state_read  = 2'b01,  
           state_evict = 2'b10;  
localparam mem_type_byte = 1'b0,
           mem_type_word = 1'b1;
reg [1:0] state, state_next;
reg             mem_write_req_next;
reg [31:0]      mem_write_addr_next;
reg [WIDTH-1:0] mem_write_data_next;
reg             mem_read_req_next;
reg [31:0]      mem_read_addr_next;
always @(posedge clk or posedge reset) begin
	if (reset) begin
		state    <= state_idle;
		data_out <= 32'h00000000;
		hit      <= 1'b0;
		mem_write_req  <= 1'b0;
		mem_write_addr <= 32'h00000000;
		mem_write_data <= {WIDTH{1'b0}};
		mem_read_req   <= 1'b0;
		mem_read_addr  <= 32'h00000000;
		validbits <= {DEPTH{1'b0}};
		dirtybits <= {DEPTH{1'b0}};
	end else begin
		state    <= state_next;
		mem_write_addr <= mem_write_addr_next;
		mem_write_data <= mem_write_data_next;
		mem_write_req  <= mem_write_req_next;
		mem_read_addr  <= mem_read_addr_next;
		mem_read_req   <= mem_read_req_next;
		if (mem_write & hit) begin
			case (mem_type)
				mem_type_byte: begin
					lines[index][(offset+1)*8-1-:8] = data_in[7:0];
				end
				mem_type_word: begin
					if (WIDTH == 32) lines[index] = data_in;
					else lines[index][(addr[WB-1:2]+1)*32-1-:32] = data_in;
				end
			endcase
			dirtybits[index] = 1'b1;  
		end
	end
end
always @* begin
	offset = addr[WB-1:0];
	index  = addr[WB+DB-1:WB];
	tag    = addr[31:WB+DB];
	offset_save = addr_save[WB-1:0];
	index_save  = addr_save[WB+DB-1:WB];
	tag_save    = addr_save[31:WB+DB];
	if (validbits[index]) begin
		hit = (tags[index] == tag);
	end else begin
		hit = 1'b0;
	end
end
always @* begin
	data_out = 32'h00000000;
	if (mem_read | mem_write) begin
		if (hit) begin
			if (mem_read) begin
				case (mem_type)
					mem_type_byte: begin
						data_out = lines[index][(offset+1)*8-1-:8];
					end
					mem_type_word: begin
						if (WIDTH == 32) data_out = lines[index];
						else data_out = lines[index][(addr[WB-1:2]+1)*32-1-:32];
					end
				endcase
			end else begin
				data_out = data_in;
			end
		end
	end
end
always @* begin
	state_next = state_idle;
	case (state)
		state_idle: begin
			if ((mem_read | mem_write) & !hit) begin
				addr_save = addr;
				if (validbits[index] & dirtybits[index]) begin
					state_next = state_evict;
					mem_write_req_next = 1'b1;
					mem_write_addr_next = {tags[index], index, {WB{1'b0}}};
					mem_write_data_next = lines[index];
					validbits[index] = 1'b0;
				end else begin
					state_next = state_read;
					mem_read_req_next = 1'b1;
					mem_read_addr_next = {tag, index, {WB{1'b0}}};
				end
			end
		end
		state_read: begin
			if (mem_read_ack) begin
				state_next = state_idle;
				mem_read_req_next = 1'b0;
				mem_read_addr_next = 32'h00000000;
				lines[index_save] = mem_read_data;
				tags[index_save] = tag_save;
				validbits[index_save] = 1'b1;
				dirtybits[index_save] = 1'b0;
			end else begin
				state_next = state_read;  
			end
		end
		state_evict: begin
			if (mem_write_ack) begin
				state_next = state_read;
				mem_write_req_next = 1'b0;
				mem_write_addr_next = 32'h00000000;
				mem_write_data_next = 32'h00000000;
				mem_read_req_next = 1'b1;
				mem_read_addr_next = {tag_save, index_save, {WB{1'b0}}};
			end else begin
				state_next = state_evict;  
			end
		end
	endcase
end
endmodule
### /design/flow/run.sh
#!/bin/bash
# OpenROAD 26Q1-2900-gdf79404cd8, Yosys 0.63+post, stock flow scripts
make -C /OpenROAD-flow-scripts/flow DESIGN_CONFIG=/design/flow/config.mk WORK_HOME=/design/flow/orfs finish
### /design/flow/config.mk
export PLATFORM = sky130hd
export DESIGN_NAME = cache
export DESIGN_NICKNAME = cache
export VERILOG_FILES = /design/flow/design.v
export SDC_FILE = /design/flow/constraint.sdc
export NUM_CORES = 4
export LEC_CHECK = 1
export CORE_AREA = 10 10 196 196
export DIE_AREA = 0 0 206 206
### /design/flow/constraint.sdc
current_design cache

set clk_period 2.0
set clk_io_pct 0.2

create_clock -name clk0 -period $clk_period [get_ports {clk}]

set non_clock_inputs [all_inputs -no_clocks]
set_input_delay [expr $clk_period * $clk_io_pct] -clock clk0 $non_clock_inputs
set_output_delay [expr $clk_period * $clk_io_pct] -clock clk0 [all_outputs]
==> git commit body <==
Log flow metrics for this revision

- Data arrives at the worst endpoint at 1.23 ns.
- The area taken by sequential standard cells is reported as roughly 4400 sq um.
- Antenna Nets Post-Route: 0
- Largest net degree at the start of global routing: 36
* Pins over their slew limit: 0
* Number of top-level design ports: 426
- Number of buffers added to fix hold violations after cts: 0
- Syn_area_per_cell: 11.47 sq um
* Global-route wire length before repair: between 20 and 30 mm
- Gate count after technology mapping: approximately 620
- Number of global-route vias before repair: roughly 4300
- The initial antenna violation count was 3.
* Port Buf Inserts: about 91
- TritonCTS built the clock tree.
- Primary FF master, synth: sky130_fd_sc_hd__dlxtn_1
- Half-perimeter wire length after detailed placement: ~13 mm
* Number of distinct library cell variants in the gate-level netlist after synthesis: 24
- The highest supply drop recorded on VDD is 0.2756 mV.
- Setup repair after global routing left no endpoint under its margin.
* Yosys cell count: 621
- In this run the clock root is driven by a sky130_fd_sc_hd__clkbuf_16.
- After filler insertion, the fill cell instance count of the layout stands at approximately 3700.
- The number of warnings reported in the stage logs is between 150 and 200.
- For this run, the slowest stage of the critical path takes 0.55 ns.
- Critical-path top delay cell: sky130_fd_sc_hd__clkdlybuf4s50_1
- Number of design rule violations left after detail routing: 0
- Logic area: 1952 sq um
- Growth of design area from synthesis to finish: 15.68%
- GRT Residual Overflow: 0
- WL/cell: around 15 um
* Final standard cell area without fillers: a little over 8000 sq um
- From bottom edge to top edge, the die measures 206 um.
- Per the final timing report, the hold violations number 0.
* Worst path top cell family by delay: buffers and inverters
* Post-synthesis register bit count: 251
- The first detailed-routing pass ran for 4 iterations.
- Walking the worst path, the cells encountered are clkdlybuf4s50_1.
- Final estimated routing congestion in global placement: 0.7239
* Register pins left without a clock: 190
* Wire length after detailed routing: 17.18 mm
- The core region is 34370 sq um.
- Static leakage power: 3.971 nW
- Highest clock rate: 614.7 MHz
- In the CTS report, the clock slew at the register clock pins of the worst setup and hold paths is listed as 0.06 ns.
* Placed standard-cell area: 7949 sq um
- For this block, the initial DRC count from the detailed router was 104.
* Ratio of cells with drive above 1 in the final layout: 0.07650
- Die Area: 42440 sq um
- TNS Setup: 0 ns
- Deepest clock path buffer count: 2
- Post_cts resized: 0
* Final setup skew: 0.0004491 ns
- Later-pin clock latency in the skew report: about 0.34 ns
- The initial utilization of the core area, before any placement, comes to 0.2073.
- Netlist area before placement: 7126 sq um
- The H-tree was split into 3 levels.
- Buffering stage count on the worst path with inverters included: 1
- Checking hold timing, the worst path is listed with class primary input to async pin.
- The run finished with clean final reports.
- Transition time of the tightest slew-check pin: 0.8499 ns
* Total GRT Usage: 0.07909
- Final Setup Violations: 0
- Startpoint types: flop
* Critical path peak fanout: 1
- STA classifies the critical path endpoint as an output pin.
- Worst-case headroom to the max-slew limit: 0.4334
- Crit share post-route: 0.8134
* Total clock buffers created by CTS: 9
* Worst EP required: 1.60 ns
- The report lists the number of standard-cell rows as between 60 and 70.
- Counting the warning lines in the Yosys log gives 1196.
* Count of endpoints without a timing constraint: about 250
- The report counts max-capacitance violations totalling 0.
- Async SR Flop Fraction: 0.2430
* Power Density: 455.7 nW/um^2
- Overall die width: 206 um
- Looking at the post-CTS report, the setup buffer insertion count equals 0.
* Routed via count: 3919
- The chip area line in the Yosys stat output reads 7126 sq um.
* Flip-flops with a built-in enable: 0
* Critical Setup Path Class: flop to output pin
* Final worst path period need: 1.627 ns
- Average via count per standard cell: approximately 3.3
-- Yosys cell counts, types with 3 or more instances --
master	count	area, sq um
sky130_fd_sc_hd__dlxtn_1	190	2850
sky130_fd_sc_hd__buf_4	178	1336
sky130_fd_sc_hd__dfrtp_1	60	1501
sky130_fd_sc_hd__mux2i_1	52	520.5
sky130_fd_sc_hd__nand2_1	28	105.1
sky130_fd_sc_hd__nand2b_1	27	168.9
sky130_fd_sc_hd__o21ai_0	26	130.1
sky130_fd_sc_hd__o22ai_2	19	237.7
sky130_fd_sc_hd__o22ai_1	7	43.79
sky130_fd_sc_hd__buf_2	6	30.03
sky130_fd_sc_hd__inv_1	5	18.77
sky130_fd_sc_hd__a22o_1	3	26.28
sky130_fd_sc_hd__buf_6	3	33.78
sky130_fd_sc_hd__clkbuf_1	3	11.26
-- per-stage QoR --
| step | total power, W | util | setup slack, ns | instances | hold slack (ns) |
|---|---|---|---|---|---|
| after detailed placement | 0.002242 | 0.2313 | 0.5313 | 1159 | 0.5455 |
| after CTS | 0.003855 | 0.2397 | 0.3486 | 1174 | 0.2875 |
| after global placement | 0.002234 | 0.2313 | 0.5353 | 1159 | 0.5327 |
| after global routing | 0.003980 | 0.2397 | 0.3362 | 1174 | 0.3194 |
| after floorplan | 0.002109 | - | 0.08861 | 789 | 0.5092 |
| final | 0.003757 | 0.2398 | 0.3731 | 1175 | 0.2928 |
-- worst register-to-register path, delay by kind of cell, from the launching register on --
family | cells | cell delay [ns]
DFF | 1 | 0.55
and+or+nand+nor | 2 | 0.54
-- state kept, by name, summed over array words and instances (netlist names) --
name,count
mem_read_addr,28
mem_write_addr,28
mem_write_req,1
state,3
mem_write_req_next,1
mem_read_req_next,1
mem_read_req,1
mem_read_addr_next,28
mem_write_addr_next,28
addr_save,28
tags,104
-- per-layer routing --
| layer | share of wire | track usage |
|---|---|---|
| met3 | 0.11 | 0.03541 |
| met2 | 0.45 | 0.1247 |
| met1 | 0.43 | 0.1028 |
| met4 | 0.012 | 0.007037 |
| met5 | 0.0022 | 0 |
-- power by group --
part	internal, W	total (W)	switching, W
Clock	0.000989	0.00157	0.000579
Combinational	0.000300	0.000501	0.000201
Sequential	0.00158	0.00169	0.000107
-- worst paths after layout --
check / end / startpoint / slack [ns] / cells past startpoint
max: mem_write_addr[6] / mem_write_addr[6]$_DFF_PP0_ / 0.37 / 1
min: mem_write_addr[28]$_DFF_PP0_ / reset / 0.29 / 2
max reg2reg: state[0]$_DFF_PP1_ / state[0]$_DFF_PP1_ / 0.85 / 2
min reg2reg: state[2]$_DFF_PP0_ / state[0]$_DFF_PP1_ / 0.55 / 2
max in group asynchronous: state[0]$_DFF_PP1_ / reset / 1.20 / 3
min in group clk0: state[2]$_DFF_PP0_ / state[0]$_DFF_PP1_ / 0.55 / 2
-- logic make-up (layout without fill, tap and decap cells) --
group                  count (synthesis)  count (layout)  synth area share
other                                  1             170         0.0005263
muxes                                 52              52           0.07305
latches                              190             190            0.4000
AOI/OAI and AO/OA                     55              55           0.06146
and+or+nand+nor                       67              67           0.04952
buffers and inverters                195             125            0.2007
DFF                                   61              61            0.2144
-- cells in the final DEF, fill, tap and decap left out, drive strengths merged --
master	synthesis	final
o21ai	26	26
dlxtn	190	190
nor2	1	1
or3b	1	1
buf	187	15
bufinv	0	1
nand4b	2	2
dfstp	1	1
diode	0	1
dfrtp	60	60
nand2b	27	27
inv	5	4
conb	1	169
or3	2	2
a22o	3	3
nand2	28	28
nand3	1	1
clkbuf	3	11
clkdlybuf4s50	0	90
mux2i	52	52
nor2b	1	1
nand4	2	2
clkinv	0	4
o22ai	26	26
or2	2	2
-- area by class of cell --
class / instances / area share
Inverter: 5 / 0.002429
Clock inverter: 4 / 0.005920
Sequential cell: 251 / 0.5316
Clock buffer: 11 / 0.02945
Tap cell: 455 / 0.06906
Multi-Input combinational cell: 343 / 0.2368
Antenna cell: 1 / 0.0003036
Timing Repair Buffer: 105 / 0.1245
Power is estimated from default activity; no workload was simulated.
