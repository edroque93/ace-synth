===== flow/run.sh =====
#!/bin/bash
# OpenROAD 26Q1-2900-gdf79404cd8, Yosys 0.63+post, stock flow scripts
make -C /OpenROAD-flow-scripts/flow DESIGN_CONFIG=/design/flow/config.mk WORK_HOME=/design/flow/orfs finish

===== flow/config.mk =====
export PLATFORM = sky130hd
export DESIGN_NAME = mem_stage
export DESIGN_NICKNAME = mem_stage
export VERILOG_FILES = /design/flow/design.v
export SDC_FILE = /design/flow/constraint.sdc
export NUM_CORES = 4
export LEC_CHECK = 1
export CORE_AREA = 10 10 238 238
export DIE_AREA = 0 0 248 248

===== flow/constraint.sdc =====
current_design mem_stage

set clk_period 5.6
set clk_io_pct 0.2

create_clock -name clk0 -period $clk_period [get_ports {clk}]

set non_clock_inputs [all_inputs -no_clocks]
set_input_delay [expr $clk_period * $clk_io_pct] -clock clk0 $non_clock_inputs
set_output_delay [expr $clk_period * $clk_io_pct] -clock clk0 [all_outputs]

===== flow/design.v =====
module mem_stage (
	input wire clk,
	input wire reset,
	input wire flush,  
	input wire we,
	output reg [4:0]  reg_probe,
	output reg [31:0] data_probe,
	output reg        write_probe,
	output reg        mem_read_req,
	output reg [31:0] mem_read_addr,
	input wire [31:0] mem_read_data,
	input wire        mem_read_ack,
	output reg        mem_write_req,
	output reg [31:0] mem_write_addr,
	output reg [31:0] mem_write_data,
	input wire        mem_write_ack,
	output reg stall,
	input wire is_branch,
	input wire [31:0] pc_branch,
	input wire alu_zero,
	input wire mem_read,
	input wire mem_write,
	input wire mem_type,
	input wire mem_to_reg,
	input wire [31:0] alu_out,
	input wire [31:0] data_t,
	input wire [4:0] reg_addr,
	input wire reg_write,
	output reg [31:0] reg_data,
	output reg [4:0] reg_addr_out,
	output reg reg_write_out,
	output reg is_branch_out,
	output reg [31:0] pc_branch_out
);
localparam state_idle = 2'b00,
           state_read = 2'b01,
           state_write = 2'b10;
reg [1:0] state, state_next;
reg        mem_write_req_next;
reg [31:0] mem_write_addr_next;
reg [31:0] mem_write_data_next;
reg        mem_read_req_next;
reg [31:0] mem_read_addr_next;
reg stall_next;
reg [31:0] reg_data_next;
reg [4:0]  reg_addr_next;
reg        reg_write_next;
always @(posedge clk or posedge reset) begin
	if (reset) begin
		reg_data      <= 32'h00000000;
		reg_addr_out  <= 5'b00000;
		reg_write_out <= 1'b0;
		stall <= 1'b0;
		state <= state_idle;
		mem_write_req  <= 1'b0;
		mem_write_addr <= 32'h00000000;
		mem_write_data <= 32'h00000000;
		mem_read_req   <= 1'b0;
		mem_read_addr  <= 32'h00000000;
	end else begin
		state <= state_next;
		mem_write_req  <= 0;  
		mem_write_addr <= mem_write_addr_next;
		mem_write_data <= mem_write_data_next;
		mem_read_req   <= 0;  
		mem_read_addr  <= mem_read_addr_next;
		if (flush) begin
			is_branch_out <= 1'b0;
			is_branch_out <= 1'b0;
			pc_branch_out <= 32'h00000000;
			reg_data      <= 32'h00000000;
			reg_addr_out  <= 5'b00000;
			reg_write_out <= 1'b0;
			stall <= 1'b0;
		end else if (we) begin
			reg_data      <= reg_data_next;
			reg_addr_out  <= reg_addr_next;
			reg_write_out <= reg_write_next;
			stall <= stall_next;
		end
	end
end
always @* begin
	reg_probe   = reg_addr_next;
	data_probe  = reg_data_next;
	write_probe = reg_write_next;
end
always @* begin
	state_next = state_idle;
	reg_data_next  = 32'h00000000;
	reg_addr_next  = reg_addr;
	reg_write_next = reg_write;
	stall_next = 1'b0;
	case (state)
		state_idle: begin
			if (mem_to_reg & mem_read) begin
				mem_read_req_next  = 1'b1;
				mem_read_addr_next = alu_out;
				stall_next = 1'b1;
				state_next = state_read;
			end else if (mem_write) begin
				mem_write_req_next  = 1'b1;
				mem_write_addr_next = alu_out;
				mem_write_data_next = data_t;
				stall_next = 1'b1;
				state_next = state_write;
			end else begin
				reg_data_next  = alu_out;
			end
		end
		state_read: begin
			if (mem_read_ack) begin
				reg_data_next = mem_read_data;
				mem_read_req_next = 1'b0;
				mem_read_addr_next = 32'h00000000;
				stall_next = 1'b0;
				state_next = state_idle;
			end else begin
				stall_next = 1'b1;
				state_next = state_read;
			end
		end
		state_write: begin
			if (mem_write_ack) begin
				mem_write_req_next = 1'b0;
				mem_write_addr_next = 32'h00000000;
				mem_write_data_next = 32'h00000000;
				stall_next = 1'b0;
				state_next = state_idle;
			end else begin
				stall_next = 1'b1;
				state_next = state_write;
			end
		end
	endcase
end
endmodule

==> impl_results.html <==
<h3>Run summary</h3>
<table>
<tr><th>Metric</th><th>Value</th></tr>
<tr><th colspan="2">Run status</th></tr>
<tr><td>Status</td><td>complete, no violations</td></tr>
<tr><th colspan="2">Timing</th></tr>
<tr><td>Setup Viol. Count Final</td><td>0</td></tr>
<tr><td>Final critical path time including I/O delays and setup</td><td>4.40 ns</td></tr>
<tr><td>Number of unconstrained endpoints</td><td>192</td></tr>
<tr><td>Worst clock skew</td><td>0.0188 ns</td></tr>
<tr><td>Max Freq</td><td>227 MHz</td></tr>
<tr><td>Setup repair after global routing missed its margin</td><td>no</td></tr>
<tr><td>Worst slew slack as a fraction of its limit</td><td>37.8%</td></tr>
<tr><td>Share of the clock period used by the worst path</td><td>78.6%</td></tr>
<tr><td>Max-slew violations</td><td>0</td></tr>
<tr><td>Total negative slack</td><td>0 ns</td></tr>
<tr><td>WHS</td><td>0.526 ns</td></tr>
<tr><td>Count of unclocked register or latch pins</td><td>96</td></tr>
<tr><td>Worst-Margin Slew</td><td>0.929 ns</td></tr>
<tr><td>Final-report hold violation count</td><td>0</td></tr>
<tr><th colspan="2">Die</th></tr>
<tr><td>I/O pin total</td><td>354</td></tr>
<tr><td>Chip area</td><td>61500 um^2</td></tr>
<tr><td>Core region area</td><td>51400 um^2</td></tr>
<tr><td>Row cnt</td><td>83</td></tr>
<tr><td>Y dimension of the die</td><td>248 um</td></tr>
<tr><td>DIE WIDTH</td><td>248 um</td></tr>
<tr><td>Initial core utilization</td><td>13.6%</td></tr>
<tr><th colspan="2">Clocking</th></tr>
<tr><td>Hold-fix buffers, CTS</td><td>0</td></tr>
<tr><td>Buffer count from post-CTS setup fixing</td><td>0</td></tr>
<tr><td>Maximum number of buffers from clock root to sink</td><td>2</td></tr>
<tr><td>Clock slew at reported path FFs</td><td>0.07 ns</td></tr>
<tr><td>Resized Gates After CTS</td><td>0</td></tr>
<tr><td>CTS tree</td><td>built</td></tr>
<tr><td>CTS buffer count</td><td>17</td></tr>
<tr><td>Clock insertion delay at the later pin of the skew report</td><td>0.48 ns</td></tr>
<tr><td>Total number of H-tree levels</td><td>4</td></tr>
<tr><td>Cell at the root of the clock tree</td><td>clkbuf_16</td></tr>
<tr><th colspan="2">Critical path</th></tr>
<tr><td>Number of buffers and inverters on the critical path</td><td>3</td></tr>
<tr><td>Cells along the critical path</td><td>clkdlybuf4s50_1 -&gt; a21bo_2 -&gt; nor2_4 -&gt; buf_12 -&gt; a22o_1 -&gt; clkdlybuf4s50_1</td></tr>
<tr><td>Stage delay of the slowest cell on the critical path</td><td>0.49 ns</td></tr>
<tr><td>Critical path launch point</td><td>mem_to_reg</td></tr>
<tr><td>Depth of the most critical reg-to-reg path</td><td>4</td></tr>
<tr><td>Crit path kind</td><td>in2out</td></tr>
<tr><td>Cell seen most often among critical-path stages</td><td>clkdlybuf4s50_1</td></tr>
<tr><td>Required @ worst endpoint</td><td>4.48 ns</td></tr>
<tr><td>WP data arrival</td><td>3.28 ns</td></tr>
<tr><td>Critical path endpoint category</td><td>output pin</td></tr>
<tr><td>Critical Path Start Type</td><td>input pin</td></tr>
<tr><td>Cell family contributing the most delay on the critical path</td><td>buffers and inverters</td></tr>
<tr><td>Biggest fanout along the worst timing path</td><td>18</td></tr>
<tr><td>Critical Path Slowest Stage Cell</td><td>nor2_4</td></tr>
<tr><td>Startpoint of the most critical register-to-register path</td><td>state[0]$_DFF_PP1_</td></tr>
<tr><td>Logic depth of the worst path, buffers included</td><td>6</td></tr>
<tr><th colspan="2">Global route</th></tr>
<tr><td>Largest net degree at the start of global routing</td><td>69</td></tr>
<tr><td>Number of antenna violations at the first check in global routing</td><td>2</td></tr>
<tr><td>Total global-route track usage</td><td>8.48%</td></tr>
<tr><td>Number of global-route vias before repair</td><td>5393</td></tr>
<tr><td>Sum of overflow across all layers after global routing</td><td>0</td></tr>
<tr><td>First-pass GRT wire length</td><td>37200 um</td></tr>
<tr><th colspan="2">Run</th></tr>
<tr><td>MaxCap Viol Count</td><td>0</td></tr>
<tr><td>Count of tool warnings</td><td>60</td></tr>
<tr><th colspan="2">Synth</th></tr>
<tr><td>Post-synthesis chip area from yosys</td><td>7000 um^2</td></tr>
<tr><td>Primary FF master, synth</td><td>dfrtp_1</td></tr>
<tr><td>Flip-flop and latch count after synthesis</td><td>234</td></tr>
<tr><td>Synth cell types</td><td>25</td></tr>
<tr><td>Post-Syn Instances</td><td>536</td></tr>
<tr><td>Ys cells</td><td>536</td></tr>
<tr><td>Synth async-reset ratio</td><td>59.0%</td></tr>
<tr><td>Average cell area after synthesis</td><td>13.1 um^2</td></tr>
<tr><td>Warning count from the yosys run</td><td>1</td></tr>
<tr><td>Mapped Area</td><td>7000 um^2</td></tr>
<tr><td>EDFF count, synth</td><td>0</td></tr>
<tr><th colspan="2">Power</th></tr>
<tr><td>Power density over cell area</td><td>230 nW/um^2</td></tr>
<tr><td>Sequential cell fraction of total power</td><td>42.8%</td></tr>
<tr><td>Total leakage power</td><td>4.72 nW</td></tr>
<tr><td>Share of power burned in combinational logic</td><td>9.5%</td></tr>
<tr><td>Clock power share</td><td>47.7%</td></tr>
<tr><td>Design Power</td><td>2.56 mW</td></tr>
<tr><td>Share of total power consumed by net switching</td><td>23.0%</td></tr>
<tr><td>Net Sw Power</td><td>588 uW</td></tr>
<tr><td>Max VDD drop</td><td>0.236 mV</td></tr>
<tr><td>Cell-internal power</td><td>1.97 mW</td></tr>
<tr><th colspan="2">Route</th></tr>
<tr><td>Initial detailed-routing violation count</td><td>170</td></tr>
<tr><td>DRT antenna net count</td><td>0</td></tr>
<tr><td>Via Count</td><td>4955</td></tr>
<tr><td>Vias/cell</td><td>3.28</td></tr>
<tr><td>Final wirelength</td><td>26500 um</td></tr>
<tr><td>First-pass DRT Iterations</td><td>4</td></tr>
<tr><td>Post-route DRC</td><td>0</td></tr>
<tr><td>Average routed wire per standard cell</td><td>17.6 um</td></tr>
<tr><th colspan="2">Place</th></tr>
<tr><td>HPWL after detailed placement</td><td>19300 um</td></tr>
<tr><td>Number of buffer cells added on primary ports</td><td>283</td></tr>
<tr><td>Total placed instance area</td><td>10500 um^2</td></tr>
<tr><td>GPL Wtd Cong</td><td>0.777</td></tr>
<tr><th colspan="2">Hold path</th></tr>
<tr><td>Number of stages on the worst hold path</td><td>2</td></tr>
<tr><td>Hold Path Class</td><td>reg2reg</td></tr>
<tr><td>Start point of the worst min-delay path</td><td>reg_addr_out[1]$_DFFE_PP0P_</td></tr>
<tr><th colspan="2">Finish</th></tr>
<tr><td>Fraction of layout cells with a size suffix above 1</td><td>6.76%</td></tr>
<tr><td>Final Instance Area</td><td>11100 um^2</td></tr>
<tr><td>Top Layout Cells</td><td>clkdlybuf4s50_1 (283), dfrtp_1 (135), nor2b_1 (98), dlxtn_1 (96), conb_1 (35)</td></tr>
<tr><td>Area growth from synthesis to layout</td><td>59.0%</td></tr>
<tr><td>Top cell excl fill/tap</td><td>clkdlybuf4s50_1</td></tr>
</table>
-- cells by family (layout without fill, tap and decap cells) --
kind of cell           count (synthesis)  count (layout)  share of synthesized area [%]
AND/OR/NAND/NOR                      152             152                           13.2
multiplexers                           6               6                          0.858
flip-flops                           138             138                           49.3
other                                  1              38                         0.0536
latches                               96              96                           20.6
buffers and inverters                 72             330                           6.54
AND-OR/OR-AND                         71              71                           9.46
-- per-layer routing --
layer	track usage, %	up-vias	routed length, um	share of wire, %
li1	-	2277	-	-
met1	10.8	2427	11000	42
met2	12.8	225	11600	44
met3	4.82	24	3540	13
met4	1.06	2	340	1.3
met5	0	-	10	0.038
-- layout make-up --
| cell class | count | area, um^2 |
|---|---|---|
| timing repair buffer | 296 | 2940 |
| antenna | 3 | 7.51 |
| sequential | 234 | 4900 |
| clock buffer | 23 | 478 |
| inverter | 2 | 12.5 |
| fill | 5453 | 40300 |
| clock inverter | 9 | 136 |
| tap | 680 | 851 |
| multi-input combinational | 264 | 1800 |
-- stage by stage --
| step | worst slack (ns) | instances | utilization [%] |
|---|---|---|---|
| finish | 1.20 | 1511 | 21.6 |
| global route | 1.05 | 1508 | 21.6 |
| CTS | 1.16 | 1508 | 21.6 |
| detailed placement | 1.16 | 1476 | 20.4 |
| global placement | 1.17 | 1476 | 20.4 |
| floorplan | 0.785 | 570 | - |
-- state kept, by name (all words and copies together), names as in the netlist --
signal               flops
mem_read_addr           32
mem_read_addr_next      32
mem_write_addr          32
mem_write_addr_next     32
mem_write_data          32
mem_write_data_next     32
reg_addr_out             5
reg_data                32
reg_write_out            1
stall                    1
state                    3
-- path summary, 6_finish.rpt --
kind,slack [ns],end
max,1.20,data_probe[2]
min,0.53,reg_addr_out[1]$_DFFE_PP0P_
max reg2reg,3.25,reg_data[10]$_DFFE_PP0P_
min reg2reg,0.53,reg_addr_out[1]$_DFFE_PP0P_
max in group asynchronous,3.44,reg_data[16]$_DFFE_PP0P_
min in group asynchronous,1.11,reg_data[2]$_DFFE_PP0P_
-- power by group through the flow --
stage / Clock (mW) / Combinational (mW) / Sequential, mW
4_1_cts: 1.28 / 0.251 / 1.10
6_report: 1.22 / 0.243 / 1.10
5_1_grt: 1.31 / 0.266 / 1.10
-- tightest hold or removal path, stage by stage, from the launching register on --
cell	delay (ns)
dfrtp_1	0.35
mux2i_1	0.06
nor2_1	0.08
-- cell usage after synthesis (4+ instances only) --
master | count | area share [%]
nand2_1 | 4 | 0.21
dfrtp_1 | 137 | 49
nor2_1 | 12 | 0.64
a22o_1 | 32 | 4.0
mux2i_1 | 6 | 0.86
buf_4 | 41 | 4.4
nor2b_1 | 98 | 8.8
clkbuf_1 | 17 | 0.91
and2_1 | 33 | 2.9
a221o_1 | 32 | 4.6
buf_2 | 9 | 0.64
dlxtn_1 | 96 | 21
Power and IR drop assume default switching activity.
