### flow/design.v
module io_ctrl(
	input wire clk,
	input wire reset,
	input wire [17:0] sw,
	output reg [19:0] sram_addr,
	inout wire [15:0] sram_dq,
	output reg sram_we_n,
	output reg sram_oe_n,
	output wire sram_ub_n,
	output wire sram_lb_n,
	output wire sram_ce_n,
	input wire [2:0] key,
	output reg [17:0] ledr,
	output reg [8:0] ledg,
	input wire mem_read,
	input wire mem_write,
	output reg mem_ack,
	input wire [31:0] mem_addr,
	output reg [31:0] mem_read_data,
	input wire [31:0] mem_write_data,
	output reg [2:0] state
);
reg [19:0] real_addr;
reg [15:0] memwr_buffer;
reg [31:0] word;
reg [19:0] addr_next;
reg [15:0] wr_buffer;
reg [15:0] wr_next;
reg [2:0]  state_next;
reg [17:0] ledr_next;
reg [8:0]  ledg_next;
reg we_next;
reg oe_next;
reg ack_next;
reg select;
reg select_next;
always @(posedge clk or posedge reset) begin
	if (reset) begin
		state         <= state_idle;
		sram_we_n     <= 1'b1;
		sram_oe_n     <= 1'b1;
		mem_ack       <= 1'b0;
		mem_read_data <= 32'hFFFFFFFF;
		wr_buffer     <= 16'hFFFF;
		select        <= 1'b0;
		ledr          <= 18'b0;
		ledg          <= 9'b0;
	end else begin
		mem_ack       <= ack_next;
		mem_read_data <= word;
		state         <= state_next;
		sram_addr     <= addr_next;
		sram_oe_n     <= oe_next;
		sram_we_n     <= we_next;
		wr_buffer     <= wr_next;
		select        <= select_next;
		ledr          <= ledr_next;
		ledg          <= ledg_next;
	end
end
localparam [2:0] state_idle     = 3'b000,
                 state_read_lo  = 3'b010,
                 state_read_hi  = 3'b011,
                 state_write_lo = 3'b110,
                 state_write_hi = 3'b111;
always @* begin
	if (reset) begin
		ledr_next = 18'b0;
		ledg_next = 9'b0;
	end
	state_next   = state_idle;
	select_next  = 1'b0;
	we_next      = 1'b1;
	oe_next      = 1'b1;
	ack_next     = 1'b0;
	case (state)
		state_idle: begin
			ack_next = 1'b0;
			if (mem_read) begin
				if (mem_addr >> 20) begin
					ack_next = 1'b1;
					case (mem_addr)
						32'h00100000: begin
							word <= {{14{1'b0}}, sw};
						end
						32'h00100004: begin
							word <= {{29{1'b0}}, ~key};
						end
						32'h00100008: begin
							word <= {{23{1'b0}}, ledg};
						end
						32'h0010000C: begin
							word <= {{14{1'b0}}, ledr};
						end
						default: begin
							word <= 32'h0;
						end
					endcase
				end else begin
					real_addr   = mem_addr[19:0] >> 1;
					addr_next   = mem_addr[19:0] >> 1;
					select_next = 1'b0;
					we_next     = 1'b1;
					oe_next     = 1'b0;
					wr_next     = {16{1'bz}};
					state_next = state_read_hi;
				end
			end else if (mem_write) begin
				if (mem_addr >> 20) begin
					ack_next = 1'b1;
					case (mem_addr)
						32'h00100008: begin
							ledg_next <= mem_write_data [8:0];
						end
						32'h0010000C: begin
							ledr_next <= mem_write_data [17:0];
						end
						default: begin
							word <= 32'h0;
						end
					endcase
				end else begin
					real_addr    = mem_addr[19:0] >> 1;
					addr_next    = mem_addr[19:0] >> 1;
					select_next  = 1'b1;
					we_next      = 1'b0;
					oe_next      = 1'b1;
					memwr_buffer = mem_write_data[15:0];
					wr_next      = mem_write_data[31:16];
					state_next   = state_write_hi;
				end
			end
		end
		state_read_hi: begin
			addr_next    = real_addr + 20'd1;
			select_next  = 1'b0;
			we_next      = 1'b1;
			oe_next      = 1'b0;
			ack_next     = 1'b0;
			word [31:16] = sram_dq;
			state_next   = state_read_lo;
		end
		state_read_lo: begin
			select_next = 1'b0;
			we_next     = 1'b1;
			oe_next     = 1'b1;
			ack_next    = 1'b1;
			word [15:0] = sram_dq;
			state_next  = state_idle;
		end
		state_write_hi: begin
			addr_next   = real_addr + 20'd1;
			select_next = 1'b1;
			we_next     = 1'b0;
			oe_next     = 1'b1;
			ack_next    = 1'b0;
			wr_next     = memwr_buffer;
			state_next  = state_write_lo;
		end
		state_write_lo: begin
			select_next = 1'b0;
			we_next     = 1'b1;
			oe_next     = 1'b1;
			ack_next    = 1'b1;
			state_next  = state_idle;
		end
		default: begin
			state_next = state_idle;
		end
	endcase
end
assign sram_dq = (select) ? wr_buffer : {16{1'bz}};
assign sram_ub_n = 1'b0;
assign sram_lb_n = 1'b0;
assign sram_ce_n = 1'b0;
endmodule
### flow/run.sh
#!/bin/bash
# OpenROAD 26Q1-2900-gdf79404cd8, Yosys 0.63+post, stock flow scripts
make -C /OpenROAD-flow-scripts/flow DESIGN_CONFIG=/design/flow/config.mk WORK_HOME=/design/flow/orfs finish
### flow/config.mk
export PLATFORM = sky130hd
export DESIGN_NAME = io_ctrl
export DESIGN_NICKNAME = io_ctrl
export VERILOG_FILES = /design/flow/design.v
export SDC_FILE = /design/flow/constraint.sdc
export NUM_CORES = 4
export LEC_CHECK = 1
export CORE_UTILIZATION = 40
### flow/constraint.sdc
current_design io_ctrl

set clk_period 3.9
set clk_io_pct 0.2

create_clock -name clk0 -period $clk_period [get_ports {clk}]

set non_clock_inputs [all_inputs -no_clocks]
set_input_delay [expr $clk_period * $clk_io_pct] -clock clk0 $non_clock_inputs
set_output_delay [expr $clk_period * $clk_io_pct] -clock clk0 [all_outputs]
==> impl.org <==
* Implementation run

** Outcome
- Status :: aborted with a tool error
- Stopped at :: clock tree synthesis
- Error that halted the flow :: [error] [KeplerFormal.cpp:679] Workflow failed: Iso has multiple drivers: .sram_dq0, sram_dq[0]$_DFF_PP1_.Q0

** Synth
- Most frequently used cell type in the post-synthesis netlist :: dlxtn_1
- The Yosys step of the flow raised 30 warnings.
- Syn Std Cell Area :: 0.00670 mm^2
- Fraction of registers with async set or reset after synthesis :: 35.1%
- Most common flop cell mapped by yosys :: dlxtn_1
- Cell area leaders :: dlxtn_1 (29%), dfstp_2 (20%), dfrtp_1 (12%), edfxtp_1 (9.0%), nand2_1 (5.4%)
- Chip area from the yosys synthesis statistics :: 0.00670 mm^2
- Of the post-synthesis cell area, the dominant cell type holds 29.1%.
- Flip-flops with a built-in enable :: 20
- After technology mapping, the gate count stands at 570.
- Commonest cells in the synthesized netlist :: dlxtn_1 (130), nand2_1 (97), dfstp_2 (50)
- Cell type with the largest total area :: dlxtn_1
- Synthesis instantiated 47 different standard cells from the library.
- Yosys reported a register bit count of 231.
- For this design, Yosys synthesis ends with a cell count of 570.
- A synthesized cell averages 11.7 um^2.

** Floorplan
- Total number of placement rows :: 46
- Per the OpenROAD floorplan log, the height of the die is 131 um.
- From left edge to right edge, the die measures 131 um.
- Share of the core filled by cells before placement :: 41.5%
- Io pins :: 193

** CTS
- Once the clock tree was built, the setup fixing pass inserted 0 buffers.
- CTS H-tree lvls :: 3
- Counting the buffers created by CTS gives 9.
- No sink is reached through more buffers than the 2 on the longest clock path.
- The number of gates resized after CTS was 0.
- The cell sitting at the root of the clock tree is a clkbuf_16.
- The report puts the hold buffer count at CTS at 0.

** Place
- Once detailed placement completed, the half-perimeter wirelength came to 12300 um.
- Logged for this run, the post-placement worst setup slack is 1.09 ns.
- Standard cell area after detailed placement :: 0.00869 mm^2
- Port bufs :: 173
- Post-placement cell count :: 950
- The placement summary gives the final routability congestion estimate as 0.890.

** STA
- Count of endpoints without a timing constraint :: 225
- The timer found 130 register pins that no clock reaches; their paths are not timed.
per-stage QoR:
step / util, % / power (W)
after detailed placement: 53.9 / 0.00145
after global placement: 53.9 / 0.00144
after floorplan: - / 0.00128
cells by family after synthesis:
logic type	synth area share, %
latches	29.1
compound gates	7.51
buf+inv	2.22
fa+ha+maj	0.187
mux	4.77
other cells	0.0560
flops	40.2
xor+xnor	2.22
simple gates	13.7
Power and IR drop assume default switching activity.
